File: design/flow/run.sh
#!/bin/bash
# OpenROAD 26Q1-2900-gdf79404cd8, Yosys 0.63+post, stock flow scripts
make -C /OpenROAD-flow-scripts/flow DESIGN_CONFIG=/design/flow/config.mk WORK_HOME=/design/flow/orfs finish
File: design/flow/config.mk
export PLATFORM = sky130hd
export DESIGN_NAME = Timer1
export DESIGN_NICKNAME = Timer1
export VERILOG_FILES = /design/flow/design.v
export SDC_FILE = /design/flow/constraint.sdc
export NUM_CORES = 4
export LEC_CHECK = 1
export CORE_UTILIZATION = 50
File: design/flow/constraint.sdc
current_design Timer1

set clk_period 5.9
set clk_io_pct 0.2

create_clock -name clk0 -period $clk_period [get_ports {clk}]

set non_clock_inputs [all_inputs -no_clocks]
set_input_delay [expr $clk_period * $clk_io_pct] -clock clk0 $non_clock_inputs
set_output_delay [expr $clk_period * $clk_io_pct] -clock clk0 [all_outputs]
File: design/flow/design.v
`timescale 1ns / 1ps
`timescale 1ns / 1ps
module Timer1(
	 input clk,
    input reset,
    input [31:2] Addr,
    input WE,
    input [31:0] Din,
    output [31:0] Dout,
    output IRQ );
	reg [1:0] state;
	reg [31:0] mem [2:0];
	reg _IRQ;
	assign IRQ = mem[0][3] & _IRQ;
	assign Dout = mem[Addr[3:2]];
	wire [31:0] load = Addr[3:2] == 0 ? {28'h0, Din[3:0]} : Din;
	integer i;
	always @(posedge clk) begin
		if(reset) begin
			state <= 0; 
			for(i = 0; i < 3; i = i+1) mem[i] <= 0;
			_IRQ <= 0;
		end
		else if(WE) begin
			mem[Addr[3:2]] <= load;
		end
		else begin
			case(state)
				2'b00 : if(mem[0][0]) begin
					state <= 2'b01;
					_IRQ <= 1'b0;
				end
				2'b01 : begin
					mem[2] <= mem[1];
					state <= 2'b10;
				end
				2'b10  : 
					if(mem[0][0]) begin
						if(mem[2] > 1) mem[2] <= mem[2]-1;
						else begin
							mem[2] <= 0;
							state <= 2'b11;
							_IRQ <= 1'b1;
						end
					end
					else state <= 2'b00;
				default : begin
					if(mem[0][2:1] == 2'b00) mem[0][0] <= 1'b0;
					else _IRQ <= 1'b0;
					state <= 2'b00;
				end
			endcase
		end
	end
endmodule
==> reports/metrics.csv <==
metric;value;unit
status;completed;
IO Pins;98;
Die H;119;um
Least-Margin Pin Slew;797;ps
Sw Share;22.4;%
Post-Synth Adder-Cell Area;0.368;%
Yosys chip area;0.00680;sq mm
Netlist cell types;54;
count of final max-slew check failures;0;
Syn Std Cell Area;0.00680;sq mm
layout cells sized above 1;14.1;%
Hold Path Class;reg -> reg;
ys async rst share;0;%
Cell Int Power;1800;uW
final core utilization;62.9;%
XOR-XNOR Cells, Area Fraction;3.48;%
CP Capture Type;output pin;
Die X;119;um
startpoint types;primary input;
critical path class;in -> out;
Final ANT Viol Nets;0;
leakage;0.00308;uW
Complex Gates by Area;6.02;%
most common logic cells in the final layout;edfxtp_1 (128), nor2_1 (81), clkdlybuf4s50_1 (67);
Detailed Route Iter0 Violations;399;
# Post-CTS Setup Buffers;0;
Data required, critical path;4720;ps
Clock Skew;5.95;ps
Via density;5.98;
Remaining DRCs;0;
clock insertion delay at the later pin of the skew report;420;ps
die area;0.0141;sq mm
vias post-DR;5002;
clk slew on worst S/H paths;50;ps
most frequent logic cell in the layout;edfxtp_1;
row cnt;42;
top_reg_cell synth;edfxtp_1;
crit-path max FO;20;
RSZ-0062 raised after global routing;no;
CTS HTree Levels;4;
syn_area_per_cell;12.3;sq um
Hold Crit Depth;2;
Pre-Place Util;51.3;%
YS warnings;1;
WL final;18100;um
core box area;0.0132;sq mm
clock buffer depth;2;
tool warnings;55;
number of global-route vias before repair;5095;
Pre-Repair DR Iteration Count;5;
clock root buffer;clkbuf_16;
Worst VDD drop;0.000163;V
worst hold slack;447;ps
final setup fails;0;
Fin Setup TNS;0;ps
crit path time final;4450;ps
diode count;0;
pre-CTS WS;1430;ps
P&R area growth vs syn;22.6;%
CTS buffer count;17;
relative slew slack;46.9;%
sequential fraction of design power;48.7;%
CTS tree;yes;
Placer Congestion;0.882;
fmax;225;MHz
hold_buf cts;0;
crit-path max cell delay;600;ps
first-pass GRT wire length;28100;um
Max Cap Viol;0;
Worst path slowest cell;mux4_2;
largest net degree at the start of global routing;34;
Synth Seq Share;58.0;%
crit-path cells;buf_2 > buf_4 > mux4_2 > clkdlybuf4s50_1;
comb area leader;simple AND/OR/NAND/NOR gates;
Filler cells;1050;
Total GRT Usage;29.4;%
Reg2Reg Depth;6;
Port Buffers;69;
routed len/inst;21.7;um
worst setup margin;1450;ps
EDFF count, synth;128;
switching pwr;518;uW
yosys cell count;552;
cycle use final;75.3;%
Clk network pwr share;39.9;%
antenna violations before repair;0;
post-synthesis mux area share;10.8;%
pwr dens;278;mW/mm^2
Post-Synthesis Cells;552;
Arr. time, crit path;3270;ps
combinational power share;11.3;%
cts repair resizes;0;
Flops after synth;133;
Hold Fails Final Rpt;0;
dpl hpwl;11000;um
yosys simple share;18.7;%
CTS Sinks;133;
total gr overflow;0;
[area by class of cell]
cell class | count | area (sq um) | share of cell area, %
Clock buffer | 22 | 444 | 5.33
Clock inverter | 8 | 61.3 | 0.736
Inverter | 8 | 30.0 | 0.360
Multi-Input combinational cell | 401 | 2810 | 33.7
Sequential cell | 133 | 3940 | 47.3
Tap cell | 176 | 220 | 2.64
Timing Repair Buffer | 88 | 823 | 9.88
[path summary, 6_finish.rpt]
kind	start	endpoint	slack (ps)
max	Addr[2]	Dout[26]	1450
max reg2reg	mem[2][5]	mem[2][22]	3040
min	state[3]	state[3]	450
min reg2reg	state[3]	state[3]	450
[critical path, delay by kind of cell]
kind | cells | cell delay, ps
multiplexers | 1 | 600
buffers and inverters | 3 | 1480
[stage by stage]
| stage | instances | total power, uW | area [sq um] |
|---|---|---|---|
| 4_1_cts | 836 | 2320 | 8330 |
| 6_report | 836 | 2310 | 8330 |
| 3_3_place_gp | 806 | 1400 | 7830 |
| 2_1_floorplan | 579 | 1280 | 6900 |
| 5_1_grt | 836 | 2390 | 8330 |
| 3_5_place_dp | 806 | 1410 | 7830 |
[Yosys cell counts, types with 6 or more instances]
library cell  count  area [sq um]
a21oi_1          20           100
a221oi_1          9          78.8
and2_1           14          87.6
and3_1           12          75.1
clkbuf_1         31           116
edfxtp_1        128          3840
inv_1             8          30.0
mux4_2           32           721
nand2_1          43           161
nand3_1          30           150
nor2_1           81           304
nor3_1           24           120
nor4_1           13          81.3
or3_1             6          37.5
or4_1             6          45.0
xnor2_1           8          70.1
xor2_1           19           166
[power groups by stage]
stage         clock (uW)  sequential [uW]  combinational [uW]
finish               924             1130                 263
global route         973             1130                 286
CTS                  933             1130                 264
[cells by family after synthesis]
logic type / Yosys count
AND/OR/NAND/NOR: 253
flip-flops: 133
AND-OR/OR-AND: 58
buffers and inverters: 45
multiplexers: 33
XOR/XNOR: 27
adder cells (fa/ha/maj): 2
other: 1
[per-layer routing]
layer / track usage [%] / vias to the layer above / routed length, um
li1: - / 2271 / -
met4: 5.62 / 0 / 424
met1: 44.5 / 2425 / 7230
met2: 43.7 / 269 / 8510
met3: 13.2 / 37 / 1940
met5: 0 / - / 0
[sequential cells by signal, indices dropped and copies added, names as in the netlist]
register  flops
mem         128
state         4
_IRQ          1
Power and IR drop assume default switching activity.

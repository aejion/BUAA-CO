**flow/config.mk**
```make
export PLATFORM = sky130hd
export DESIGN_NAME = TC
export DESIGN_NICKNAME = TC
export VERILOG_FILES = /design/flow/design.v
export SDC_FILE = /design/flow/constraint.sdc
export NUM_CORES = 4
export LEC_CHECK = 1
export CORE_UTILIZATION = 50
```
**flow/constraint.sdc**
```tcl
current_design TC

set clk_period 5.9
set clk_io_pct 0.2

create_clock -name clk0 -period $clk_period [get_ports {clk}]

set non_clock_inputs [all_inputs -no_clocks]
set_input_delay [expr $clk_period * $clk_io_pct] -clock clk0 $non_clock_inputs
set_output_delay [expr $clk_period * $clk_io_pct] -clock clk0 [all_outputs]
```
**flow/design.v**
```verilog
`timescale 1ns / 1ps
module TC(
    input clk,
    input reset,
    input [31:2] Addr,
    input WE,
    input [31:0] Din,
    output [31:0] Dout,
    output IRQ
    );
	reg [1:0] state;
	reg [31:0] mem [2:0];
	reg _IRQ;
	assign IRQ = mem[0][3] & _IRQ;
	assign Dout = mem[Addr[3:2]];
	wire [31:0] load = Addr[3:2] == 0 ? {28'h0, Din[3:0]} : Din;
	integer i;
	always @(posedge clk) begin
		if(reset) begin
			state <= 0; 
			for(i = 0; i < 3; i = i+1) mem[i] <= 0;
			_IRQ <= 0;
		end
		else if(WE) begin
			mem[Addr[3:2]] <= load;
		end
		else begin
			case(state)
				2'b00 : if(mem[0][0]) begin
					state <= 2'b01;
					_IRQ <= 1'b0;
				end
				2'b01 : begin
					mem[2] <= mem[1];
					state <= 2'b10;
				end
				2'b10  : 
					if(mem[0][0]) begin
						if(mem[2] > 1) mem[2] <= mem[2]-1;
						else begin
							mem[2] <= 0;
							state <= 2'b11;
							_IRQ <= 1'b1;
						end
					end
					else state <= 2'b00;
				default : begin
					if(mem[0][2:1] == 2'b00) mem[0][0] <= 1'b0;
					else _IRQ <= 1'b0;
					state <= 2'b00;
				end
			endcase
		end
	end
endmodule
```
**flow/run.sh**
```bash
#!/bin/bash
# OpenROAD 26Q1-2900-gdf79404cd8, Yosys 0.63+post, stock flow scripts
make -C /OpenROAD-flow-scripts/flow DESIGN_CONFIG=/design/flow/config.mk WORK_HOME=/design/flow/orfs finish
```
==> flow_summary.yaml <==
# physical design summary
status:
  status: "finished clean"
routing:
  wl_um: 18100
  drc: 0
  drtPass1Iterations: 5
  drtAntennaViolNets: 0
  routedWlPerCell_um: 21.65
  vias: 5002
  via_per_inst: 5.983
  antenna_cells: 0
  drtIter0Drc: 399
synthesis:
  ys_sh_adder_pct: 0.3682
  yosys.stat.seqShare_pct: 58.03
  synth_cell_types: 54
  synthTopLogicFamily: "simple AND/OR/NAND/NOR gates"
  topCellsByArea: "edfxtp_1 57%, mux4_2 11%, nor2_1 4.5%"
  compound_area_share_pct: 6.020
  synth_flops: 133
  yosysCellCount: 552
  synthSimpleGateAreaFrac_pct: 18.69
  mux_share_pct: 10.75
  synth_warnings: 1
  yosysTopAreaCell: "edfxtp_1"
  synth_chip_area_um2: 6797
  ys.flop_type: "edfxtp_1"
  synthCells: 552
  synth-edff-count: 128
  top_area_share_pct: 56.55
  async_reset_ff_share_pct: 0
  syn_area_per_cell_um2: 12.31
  syn-cell-area_um2: 6797
  xor_area_share_pct: 3.479
placement:
  portBuffers: 69
  hpwl_um: 11020
  gp_congestion: 0.8819
final_timing:
  finalSetupTns_ns: 0
  finalCritPeriodShare_pct: 75.35
  fmax_mhz: 225.0
  finalCriticalPeriod_ns: 4.445
  worst_pin_slew_ns: 0.7968
  max_slew_margin_pct: 46.88
  slew_viol_final: 0
  hold_viol: 0
  finalSetupViolCount: 0
  rsz0062_at_grt: "no"
  fin_worst_skew_ns: 0.005950
clock_tree:
  cts_hold_buf: 0
  cts-root-buf: "clkbuf_16"
  cts.repair.resized: 0
  clk_latency_ns: 0.42
  htree_levels: 4
  clock_sinks: 133
  cts_tree: "built"
  post_cts_buffers: 0
  cts_buffers: 17
  cts_max_path_buffers: 2
  clk_pin_slew_ns: 0.05
setup_path:
  crit_fanout: 20
  crit_type: "in2out"
  cp.arrival_ns: 3.27
  critPathLaunchType: "input pin"
  required_ns: 4.72
  end_kind: "output port"
final_layout:
  drive_gt1_share_pct: 14.09
  syn_to_final_growth_pct: 22.63
global_routing:
  grt_pass1_vias: 5095
  grt_usage_pct: 29.42
  grt_start_max_net_pins: 34
  antenna_found_initial: 0
  grt-ovfl-total: 0
  grt_pass1_wl_um: 28110
floorplan:
  fp_util_pct: 51.32
  die_area_um2: 14060
  num_rows: 42
  dieWidth_um: 118.6
  die_h_um: 118.6
  ioPinCount: 98
  core_um2: 13240
power:
  ir_drop_mv: 0.1625
  powerDensity_nw_per_um2: 277.7
  leakage_nw: 3.083
  total_power_mw: 2.314
hold_path:
  hold_path_class: "reg2reg"
flow_run:
  drv_cap: 0
  warnings: 55
## worst max-delay path, stage by stage
cell and delay [ns]:
buf_2 0.56, buf_4 0.48, mux4_2 0.60, clkdlybuf4s50_1 0.44
## final cells by class
cell class / count / area, µm²
clock buffer: 22 / 444.2
clock inverter: 8 / 61.31
fill: 1050 / 4908
inverter: 8 / 30.03
multi-input combinational: 401 / 2811
sequential: 133 / 3944
tap: 176 / 220.2
timing repair buffer: 88 / 823.3
## synth_stat cells (all sizes together), types with 2 or more instances
cell,instances
nor3,24
edfxtp,128
o211ai,3
xor2,19
inv,8
o31ai,2
nand4,4
xnor2,8
nand2b,3
clkbuf,31
dfxtp,5
and2,14
buf,6
or4,6
or3,6
o21ai,6
or2,6
nand2,43
and4,2
ha,2
a32o,2
a31oi,4
a221oi,9
and3,12
a21oi,20
nand3,30
mux4,32
nor4,18
nor2,82
## registers in the layout, indices dropped and copies added (netlist names)
| signal | count |
|---|---|
| _IRQ | 1 |
| state | 4 |
| mem | 128 |
## worst paths after layout
check	from	endpoint	slack, ns	depth (start not counted)
max	Addr[2]	Dout[26]	1.45	4
min	state[3]$_DFF_P_	state[3]$_DFF_P_	0.45	2
min reg2reg	state[3]$_DFF_P_	state[3]$_DFF_P_	0.45	2
max reg2reg	mem[2][5]$_SDFFCE_PN0P_	mem[2][22]$_SDFFCE_PN0P_	3.04	6
## power by group
group	internal [mW]	switching (mW)
Combinational	0.136	0.127
Clock	0.564	0.360
Sequential	1.10	0.0311
Total	1.80	0.518
## cells by family (layout without fill, tap and decap cells)
logic type	count (synthesis)	after routing
and+or+nand+nor	253	253
DFF	133	133
AOI/OAI and AO/OA	58	58
buffers and inverters	45	126
muxes	33	33
xor gates and xnor gates	27	27
adders and majority gates	2	2
other	1	28
## routing by layer
layer	wire, µm	part of all wire, %	vias up	global-route usage (%)
met3	1941	11	37	13.24
met1	7230	40	2425	44.47
met2	8506	47	269	43.71
met5	0	0	-	0
met4	424	2.3	0	5.617
li1	-	-	2271	-
## layout by cell type (no fill, tap or decap), drive strengths merged, types with 2 or more instances in the layout
cell           netlist  final
edfxtp             128    128
nor2                82     82
clkdlybuf4s50        0     67
nand2               43     43
mux4                32     32
nand3               30     30
conb                 1     28
nor3                24     24
clkbuf              31     22
buf                  6     21
a21oi               20     20
xor2                19     19
nor4                18     18
and2                14     14
and3                12     12
a221oi               9      9
inv                  8      8
xnor2                8      8
or4                  6      6
or3                  6      6
or2                  6      6
clkinv               0      6
o21ai                6      6
dfxtp                5      5
nand4                4      4
a31oi                4      4
nand2b               3      3
o211ai               3      3
and4                 2      2
o31ai                2      2
a32o                 2      2
ha                   2      2
## through the flow
stage	util, %	std cells	instance area [µm²]	setup WS, ns	hold WS [ns]
after floorplan	-	579	6898	1.088	0.4233
after global placement	59.12	806	7829	1.428	0.4385
after detailed placement	59.12	806	7829	1.426	0.4436
after CTS	62.93	836	8334	1.408	0.4523
after global routing	62.93	836	8334	1.305	0.4786
final	62.93	836	8334	1.455	0.4474
Power is estimated from default activity; no workload was simulated.
